===== design/flow/config.mk =====
export PLATFORM = sky130hd
export DESIGN_NAME = final_top
export DESIGN_NICKNAME = final_top
export VERILOG_FILES = /design/flow/design.v
export SDC_FILE = /design/flow/constraint.sdc
export NUM_CORES = 4
export LEC_CHECK = 1
export CORE_UTILIZATION = 50

===== design/flow/constraint.sdc =====
current_design final_top

set clk_period 6.5
set clk_io_pct 0.2

create_clock -name clk0 -period $clk_period [get_ports {clk}]

set non_clock_inputs [all_inputs -no_clocks]
set_input_delay [expr $clk_period * $clk_io_pct] -clock clk0 $non_clock_inputs
set_output_delay [expr $clk_period * $clk_io_pct] -clock clk0 [all_outputs]

===== design/flow/design.v =====
module final_top(
    input freqIn,
    input clk,
    input ips_r, ips_L, ips_a,
    input obs_det,
    output RMF,RMB,LMF,LMB, LM_pwm,RM_pwm,  
    output select0,
    output select1,
    output reg select2,
    output reg select3,
    output EO,
    output [3:0]an, 
    output a, b, c, d, e, f, g 
    );
    reg [24:0] red;
    reg [24:0] green;
    reg [24:0] blue;
    reg [24:0] clear;
    reg prevFreq;
    reg [26:0] counter;
    reg [26:0] clkCount;
    reg [24:0] freqCount;
    reg [24:0] freq;
    reg JC3_temp, JC4_temp, JC9_temp, JC10_temp, curr_pwm_r, curr_pwm_L;
    reg [3:0]sseg;
    reg [6:0]sseg_temp;
    reg [3:0] colState;
    reg[22:0] counter_r;
    reg[22:0] counter_L;
    reg[22:0] pulsewidth_r;
    reg[22:0] pulsewidth_L;
    reg RM_pwm_temp;
    reg LM_pwm_temp;
    reg [6:0] motor_temp;
    reg RMF_temp, RMB_temp, LMF_temp, LMB_temp;
    reg [6:0] state_temp;
    reg [6:0] pwm_state;
    reg green_state;
    reg red_state;
    reg blue_state;
    initial begin
    red = 0;
    green = 0;
    blue = 0;
    clear = 0;
    counter = 0;
    freqCount = 0;
    clkCount = 0;
    freq = 0;
    colState = 0;
    select2 = 0;
    select3 = 0;
    end
    assign EO = 0;
    assign select0 = 1;
    assign select1 = 0;
    assign an = 4'b0111;
    initial begin
        state_temp = 4'd0;
    end
    always@ (posedge clk)
    begin
        counter <= counter + 1;    
        prevFreq <= freqIn;
        if(freqIn == 1 && prevFreq == 0)
        begin
            freqCount <= freqCount + 1;
        end    
        else if(counter == 3_125_000)
        begin
            freq <= freqCount << 5;
            freqCount <= 0;
            counter <= 0;
        end
    end
    always@(negedge clk)
    begin
        if(counter_r == 1666667)
            counter_r <= 0;
        else
            counter_r <= counter_r +1;
        if(counter_r < pulsewidth_r)
            RM_pwm_temp  = 1;
        else
            RM_pwm_temp = 0;  
    end
    always@(negedge clk)
    begin
        if(counter_L == 1666667)
            counter_L <= 0;
        else
            counter_L <= counter_L +1;
        if(counter_L < pulsewidth_L)
            LM_pwm_temp = 1;
        else
            LM_pwm_temp = 0;  
    end
    always@ (posedge clk)
    begin
    case(colState)
    0 : begin  
            clkCount <= clkCount + 1;
            if(clkCount == 3_125_000)
            begin 
                red <= freq;
                clkCount <= 0;
                colState <= 1;
                select2 <= 0;
                select3 <= 1;
            end
        end
    1 : begin  
            clkCount <= clkCount + 1;
            if(clkCount == 3_125_000)
            begin
                blue <= freq;
                clkCount <= 0;
                colState <= 2;
                select2 <= 1;
                select3 <= 1;
            end
        end
    2 : begin
            clkCount <= clkCount + 1;
            if(clkCount == 3_125_000)
            begin
                green <= freq;
                clkCount <= 0;
                colState <= 3;
                select2 <= 0;
                select3 <= 0;
            end
        end
    3: begin
         if(blue < green && red > blue && blue > 1000)  
            begin
                sseg_temp   = 7'b0000010;
                blue_state  = 0;
                green_state = 1;
                red_state   = 0;
            end
         else if(red < green && red < blue && red > 700)  
            begin   
                sseg_temp   = 7'b0101111;
                blue_state  = 0;
                green_state = 0;
                red_state   = 1;
            end
         else if(green > blue && red > blue && green > 1700)  
            begin
                sseg_temp   = 7'b0000011;
                blue_state  = 1;
                green_state = 0;
                red_state   = 0;
            end
         else
            begin
                sseg_temp = 7'b0111111;
                blue_state = blue_state;
                red_state = red_state;
                green_state = green_state;
            end
            colState <= 0;
            select2 <= 0;
            select3 <= 0;
        end
    endcase
    end
always@(*)
begin
    if(obs_det == 0)
     begin
          state_temp = 4'd1;
     end
    else if(red_state == 1)
     begin
          pwm_state = 4'd6;
     end
    else if(blue_state == 1)
     begin
          pwm_state = 4'd2;
     end
    else if(green_state == 1)
     begin
          pwm_state = 4'd0;
     end
    else 
     begin
        state_temp = state_temp;
     end
    case(state_temp)
        4'd0:  
         begin
           if(ips_L == 0 && ips_r == 0)
                begin
                    motor_temp = 4'd0;
                    state_temp = 4'd0;
                end 
          else if(ips_L == 0)
                begin                  
                    motor_temp = 4'd1;
                    state_temp = 4'd0;
                end
          else if(ips_r == 0)
                begin                   
                    motor_temp = 4'd2;
                    state_temp = 4'd0;
                end
          else
                begin
                    motor_temp = 4'd0;
                    state_temp = 4'd0;
                end
        end
        4'd1:  
         begin
            if(ips_a == 0)  
             begin           
                state_temp = 4'd2;  
             end
            else 
             begin
                motor_temp = 4'd4;  
                state_temp = 4'd1;
             end
         end
       4'd2:  
        begin
            if(ips_r == 1)
             begin
                motor_temp = 4'd2;
                state_temp = 4'd2; 
             end
            else 
             begin
                state_temp = 4'd6;                
             end
        end 
        4'd9:  
         begin
            motor_temp = 4'd3;
            state_temp = 4'd4;
         end
        4'd6:  
         begin
         if(ips_L == 0 && ips_r == 0)
                begin
                    motor_temp = 4'd0;
                    state_temp = 4'd6;
                end 
          else if(ips_L == 0)
                begin                  
                    motor_temp = 4'd1;
                    state_temp = 4'd6;
                end
          else if(ips_r == 0)
                begin                   
                    motor_temp = 4'd2;
                    state_temp = 4'd6;
                end
          else if(ips_a == 0)
           begin
                   state_temp = 4'd2;
           end
          else
                begin
                    motor_temp = 4'd0;
                    state_temp = 4'd6;
                end
         end
    endcase
end
always@(*)
    begin
        case(pwm_state)
        4'd0:  
         begin
             pulsewidth_L = 1666667;
             pulsewidth_r = 1666667;
         end
        4'd1:  
         begin
            pulsewidth_L = 1333333;
            pulsewidth_r = 1333333;
         end
        4'd2:  
         begin
            pulsewidth_L = 833334;
            pulsewidth_r = 833334;
         end
        4'd3:  
         begin
            pulsewidth_L = 500000;
            pulsewidth_r = 500000;
         end
        4'd4: 
         begin
            pulsewidth_L = 333333;
            pulsewidth_r = 333333;            
         end
         4'd5:  
          begin 
            pulsewidth_L = 416666;
            pulsewidth_r = 416666;
          end
         4'd6:  
          begin
            pulsewidth_L = 0;
            pulsewidth_r = 0;
          end
         4'd7:  
          begin
            pulsewidth_L = 1083333;
            pulsewidth_r = 1083333;
          end
        endcase
    end
    always@(*)
     begin 
        case(motor_temp)
            4'd0:  
                begin
                    RMF_temp  =  1;
                    RMB_temp  =  0;
                    LMF_temp  =  1;
                    LMB_temp  =  0;
                end
            4'd1:  
                begin
                    RMF_temp  =  1;
                    RMB_temp  =  0;
                    LMF_temp  =  0;
                    LMB_temp  =  1;
                end
           4'd2:  
                begin
                    RMF_temp  =  0;
                    RMB_temp  =  1;
                    LMF_temp  =  1;
                    LMB_temp  =  0;
                end
          4'd3:  
                begin
                    RMF_temp  =  0;
                    RMB_temp  =  0;
                    LMF_temp  =  0;
                    LMB_temp  =  0;
                end
          4'd4:  
                begin
                    RMF_temp  =  0;
                    RMB_temp  =  1;
                    LMF_temp  =  0;
                    LMB_temp  =  1;
                end
           default:  
                begin
                    RMF_temp  =  1;
                    RMB_temp  =  0;
                    LMF_temp  =  1;
                    LMB_temp  =  0;
                end
        endcase
     end
    assign {g, f, e, d, c, b, a} = sseg_temp;
    assign RM_pwm = RM_pwm_temp;  
    assign LM_pwm = LM_pwm_temp;  
    assign RMF = RMF_temp;
    assign RMB = RMB_temp;
    assign LMF = LMF_temp;
    assign LMB = LMB_temp;
endmodule

===== design/flow/run.sh =====
#!/bin/bash
# OpenROAD 26Q1-2900-gdf79404cd8, Yosys 0.63+post, stock flow scripts
make -C /OpenROAD-flow-scripts/flow DESIGN_CONFIG=/design/flow/config.mk WORK_HOME=/design/flow/orfs finish

==> run notes <==
run metrics: Net Sw Frac 22.78%, Hold WC Path Type flip-flop to flip-flop, CP Data Required Time 5200 ps, final cell count without fillers 1472, Hold Path Stages 1, DRT Wirelength 20.64 mm, Clk network pwr share 47.5%, yosys warns 50, crit path kind flip-flop to output port, Worst R2R End blue_state, Max Transition Viols Final 0, register pins left without a clock 18, cell taking the most area after synthesis edfxtp_1, initial core utilization 50.96%, status complete, no violations, Unique cell types 60, Clk pin slew, worst setup/hold paths 30 ps, Post-Syn Instances 1075, sw power 0.6860 mW, Die X 153.7 µm, leakage power 5.413 nW, DP HPWL 15.12 mm, Top cells by area edfxtp_1 36%, dfxtp_1 13%, ha_1 12%, endpoints left unconstrained 22, crit-path max FO 1, placed cells 1381, CP delay by family, top buffers and inverters, initial antenna violation count 0, PostCTS Resize Cnt 0, vias per cell 5.180, CTS tree built, Slowest-stage cell, CP clkdlybuf4s50_1, largest net degree at the start of global routing 30, worst slack at placement 1224 ps, Synth top cells by count 137 x edfxtp_1, 115 x nor2_1, 111 x ha_1, # DRC 0, slowest stage delay, CP 440 ps, hold path startpoint counter_L[22], Hold-fix buffers, CTS 0, routed vias 7625, CTS Root Buffer Type clkbuf_16, unrepaired setup endpoints after global routing false, Crit path arrival time 4550 ps, area delta synth->final 13.33%, Setup crit end kind output port, R2R Path Start red[12], ys flops 231, Die Area 23610 µm², Clock Tree Buf Depth 3, global route total overflow 0, Comb pwr share 2.5%, EDFF count, synth 137, DRT Pass-1 Iters 4, first-pass GRT wire length 35.63 mm, OpenROAD warnings 82, Int Power 2.326 mW, Latency at later pin 520 ps, R2R setup slack 3770 ps, asr flop ratio synth 0%, Final WS setup 648.4 ps, average size of a mapped cell 10.70 µm², Cell Area, Synth 11500 µm², H-tree Lvls 1, Die H 153.7 µm, Cell Chain, Critical Path clkdlybuf4s50_1, CP Buf/Inv Count 1, layout cell share with drive strength beyond 1 5.729%, count leader, synth edfxtp_1, Final setup viols 0, power per cell area 231.0 nW/µm², area reported by Yosys stat 11500 µm², final setup skew 18.34 ps, dominant register cell edfxtp_1, core area 22570 µm², Peak supply drop 0.1727 mV, setup bufs post-CTS 0, total of max-cap violations 0, DR WL/cell 14.02 µm, Final ANT Viol Nets 0, Worst R2R Path Depth 7, Final Wtd Congestion 0.8757, Max-area cell share 35.77%, total I/O pin count 28, Hold Violations, Final 0, Iter 0 DRT Violations 332, Startpoint Class flip-flop, Reg power frac 50.0%, antenna cells 0, # rows 55, Slew @ Worst Pin 630.1 ps, final setup TNS 0 ps, all-layer global routing usage 19.56%, max_slew headroom 57.61%, cts bufs inserted 24, number of cells in Yosys stat 1075, vias in the first global route 7504, Worst Hold Path EP counter_L[22], # port buffers 18, Power Total 3.012 mW
==> worst max path at each step <==
stage	start	end	slack (ps)	depth (start not counted)
final	RM_pwm_temp	RM_pwm	650	1
after global routing	LM_pwm_temp	LM_pwm	580	1
after CTS	RM_pwm_temp	RM_pwm	630	1
==> worst register-to-register path, stage by stage, from the launching register on <==
cell and delay (ps):
edfxtp_1 440, ha_1 350, a21oi_1 140, o21ai_0 110
a221oi_1 350, o2111ai_1 190, or3_1 430, a21boi_0 390
==> flip-flops by register name (all words and copies together), names as in the netlist <==
name,flops
clkCount,27
counter,27
counter_L,23
counter_r,23
blue,20
freqCount,20
freq,20
green,20
red,20
state_temp,7
pulsewidth_r,6
motor_temp,3
sseg_temp,3
colState,2
pwm_state,2
LM_pwm_temp,1
RM_pwm_temp,1
blue_state,1
green_state,1
prevFreq,1
red_state,1
select2,1
select3,1
==> through the flow <==
step,instance area (µm²),hold slack (ps),util [%]
floorplan,11550,426.4,-
global placement,12070,434.6,53.49
CTS,13040,463.8,57.75
finish,13040,454.1,57.75
global route,13040,479.1,57.75
detailed placement,12070,445.6,53.49
==> per-layer routing <==
metal	vias to the layer above	wire [µm]	part of all wire (%)	track usage (%)
li1	4012	-	-	-
met1	3446	10330	50	31.31
met2	134	8847	43	28.35
met3	33	990	4.8	5.254
met4	0	471	2.3	4.619
met5	-	0	0	0
==> power groups by stage <==
stage / clock network (mW) / logic [mW] / registers [mW]
final: 1.43 / 0.0753 / 1.51
after global routing: 1.55 / 0.0879 / 1.51
after CTS: 1.48 / 0.0766 / 1.50
==> area by class of cell <==
class	count	area [µm²]
fillers	1879	9537
flip-flops and latches	231	5906
multi-input cells	759	5263
clock buffers	29	633.1
well taps	285	356.6
clock inverters	63	332.8
inverters	77	289.0
repair buffers	28	255.2
==> cells in the final DEF, fill, tap and decap left out, drive strengths merged, types with 15 or more instances in the layout <==
| master | instances |
|---|---|
| edfxtp | 137 |
| inv | 125 |
| nor2 | 117 |
| ha | 111 |
| nand2 | 81 |
| dfxtp | 76 |
| xnor2 | 57 |
| xor2 | 51 |
| nand3 | 49 |
| a21oi | 39 |
| nand4 | 36 |
| clkbuf | 29 |
| o21ai | 25 |
| nor3 | 22 |
| nor4 | 22 |
| clkdlybuf4s50 | 18 |
| dlxtn | 18 |
| and4 | 17 |
| and3 | 16 |
| conb | 15 |
==> kinds of logic after synthesis <==
| family | after synthesis | synth area share [%] |
|---|---|---|
| xor+xnor | 108 | 8.224 |
| compound gates | 102 | 5.472 |
| simple gates | 421 | 19.06 |
| fa+ha+maj | 111 | 12.07 |
| latches | 18 | 2.350 |
| flops | 213 | 48.99 |
| buf+inv | 98 | 3.579 |
| other cells | 2 | 0.06529 |
| mux | 2 | 0.1849 |
Power is estimated from default activity; no workload was simulated.
