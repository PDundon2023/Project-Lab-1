$ cat design/flow/constraint.sdc
current_design IPS_sensor

set clk_period 5.2
set clk_io_pct 0.2

create_clock -name clk0 -period $clk_period [get_ports {clk}]

set non_clock_inputs [all_inputs -no_clocks]
set_input_delay [expr $clk_period * $clk_io_pct] -clock clk0 $non_clock_inputs
set_output_delay [expr $clk_period * $clk_io_pct] -clock clk0 [all_outputs]
$ cat design/flow/run.sh
#!/bin/bash
# OpenROAD 26Q1-2900-gdf79404cd8, Yosys 0.63+post, stock flow scripts
make -C /OpenROAD-flow-scripts/flow DESIGN_CONFIG=/design/flow/config.mk WORK_HOME=/design/flow/orfs finish
$ cat design/flow/design.v
module IPS_sensor(
    input ips_r, ips_L, ips_a, clk,obs_det,     
    output RMF,RMB,LMF,LMB, LM_pwm,RM_pwm   
    );
    reg[22:0] counter_r;
    reg[22:0] counter_L;
    reg[22:0] pulsewidth_r;
    reg[22:0] pulsewidth_L;
    reg RM_pwm_temp;
    reg LM_pwm_temp;
    reg [6:0] motor_temp;
    reg RMF_temp, RMB_temp, LMF_temp, LMB_temp;
    reg [6:0] state_temp;
    reg [6:0] pwm_state;
always@(posedge clk)
    begin
        if(counter_r == 1666667)
            counter_r <= 0;
        else
            counter_r <= counter_r +1;
        if(counter_r < pulsewidth_r)
            RM_pwm_temp  = 1;
        else
            RM_pwm_temp = 0;  
    end
always@(posedge clk)
    begin    
        if(counter_L == 1666667)
                counter_L <= 0;
        else
                counter_L <= counter_L +1;
        if(counter_L < pulsewidth_L)
                LM_pwm_temp = 1;
         else
                LM_pwm_temp = 0;
    end  
always@(*)
begin
    if(obs_det == 0)
     begin
        state_temp = 4'd1;
     end
    else 
     begin
        state_temp = state_temp;
     end
    case(state_temp)
        4'd0:  
         begin
           pwm_state = 4'd1;  
           if(ips_L == 0 && ips_r == 0)
                begin
                    motor_temp = 4'd0;
                    state_temp = 4'd0;
                end 
          else if(ips_L == 0)
                begin                  
                    motor_temp = 4'd1;
                    state_temp = 4'd0;
                end
          else if(ips_r == 0)
                begin                   
                    motor_temp = 4'd2;
                    state_temp = 4'd0;
                end
          else
                begin
                    motor_temp = 4'd0;
                    state_temp = 4'd0;
                end
        end
        4'd1:  
         begin
            pwm_state = 4'd2;  
            if(ips_a == 0)  
             begin           
                state_temp = 4'd2;  
             end
            else 
             begin
                motor_temp = 4'd4;  
                state_temp = 4'd1;
             end
         end
       4'd2:  
        begin
            pwm_state = 4'd1;  
            if(ips_r == 0)
             begin
                state_temp = 4'd7;  
             end
            else 
             begin
                motor_temp = 4'd2;
                state_temp = 4'd2;                
             end
        end 
        4'd9:  
         begin
            motor_temp = 4'd3;
            pwm_state = 4'd6;
            state_temp = 4'd4;
         end
        4'd7:  
         begin
          pwm_state = 4'd1;
         if(ips_L == 0 && ips_r == 0)
                begin
                    motor_temp = 4'd0;
                    state_temp = 4'd7;
                end 
          else if(ips_L == 0)
                begin                  
                    motor_temp = 4'd1;
                    state_temp = 4'd7;
                end
          else if(ips_r == 0)
                begin                   
                    motor_temp = 4'd2;
                    state_temp = 4'd7;
                end
          else if(ips_a == 0)
                begin
                    state_temp = 4'd2;
                end
          else
                begin
                    motor_temp = 4'd0;
                    state_temp = 4'd7;
                end
         end
    endcase
end
always@(*)
     begin 
        case(motor_temp)
            4'd0:  
                begin
                    RMF_temp  =  1;
                    RMB_temp  =  0;
                    LMF_temp  =  1;
                    LMB_temp  =  0;
                end
            4'd1:  
                begin
                    RMF_temp  =  1;
                    RMB_temp  =  0;
                    LMF_temp  =  0;
                    LMB_temp  =  1;
                end
           4'd2:  
                begin
                    RMF_temp  =  0;
                    RMB_temp  =  1;
                    LMF_temp  =  1;
                    LMB_temp  =  0;
                end
          4'd3:  
                begin
                    RMF_temp  =  0;
                    RMB_temp  =  0;
                    LMF_temp  =  0;
                    LMB_temp  =  0;
                end
          4'd4:  
                begin
                    RMF_temp  =  0;
                    RMB_temp  =  1;
                    LMF_temp  =  0;
                    LMB_temp  =  1;
                end
           default:
                begin
                    motor_temp = motor_temp;
                end
        endcase
     end
always@(*)
    begin
        case(pwm_state)
        4'd0:  
         begin
             pulsewidth_L = 1666667;
             pulsewidth_r = 1666667;
         end
        4'd1:  
         begin
            pulsewidth_L = 1333333;
            pulsewidth_r = 1333333;
         end
        4'd2:  
         begin
            pulsewidth_L = 833334;
            pulsewidth_r = 833334;
         end
        4'd3:  
         begin
            pulsewidth_L = 500000;
            pulsewidth_r = 500000;
         end
        4'd4: 
         begin
            pulsewidth_L = 333333;
            pulsewidth_r = 333333;            
         end
         4'd5:  
          begin 
            pulsewidth_L = 416666;
            pulsewidth_r = 416666;
          end
         4'd6:  
          begin
            pulsewidth_L = 0;
            pulsewidth_r = 0;
          end
         4'd7:  
          begin
            pulsewidth_L = 1083333;
            pulsewidth_r = 1083333;
          end
        endcase
    end
    assign RM_pwm = RM_pwm_temp;  
    assign LM_pwm = LM_pwm_temp;  
    assign RMF = RMF_temp;
    assign RMB = RMB_temp;
    assign LMF = LMF_temp;
    assign LMB = LMB_temp;
endmodule
$ cat design/flow/config.mk
export PLATFORM = sky130hd
export DESIGN_NAME = IPS_sensor
export DESIGN_NICKNAME = IPS_sensor
export VERILOG_FILES = /design/flow/design.v
export SDC_FILE = /design/flow/constraint.sdc
export NUM_CORES = 4
export LEC_CHECK = 1
export CORE_UTILIZATION = 30
==> flow_summary_export.csv <==
group,metric,value,unit
clock_tree,post_cts_resized,0,
grt,first_global_vias,2825,
route,totalWireLength,7.43,mm
yosys,syn_area_per_cell,8.77,sq um
floorplan,initial_utilization,30.7,%
grt,global_route.overflow_total,0,
worst_setup_path,timing.rr.start,"counter_L[0]$_SDFF_PN0_",
yosys,yosys.area_share.adder,13.6,%
placement,io_buffer_count,10,
clock_tree,root_buffer,"sky130_fd_sc_hd__clkbuf_16",
sta,unconstrained_endpoints,38,
finish,final_layout_top_logic_cells,"sky130_fd_sc_hd__nor2_1, sky130_fd_sc_hd__dfxtp_1, sky130_fd_sc_hd__ha_1",
route,detailedRoute.firstIterationViolations,133,
yosys,synthDominantAreaCellType,"sky130_fd_sc_hd__dfxtp_1",
yosys,ys.flop_type,"sky130_fd_sc_hd__dfxtp_1",
power_and_ir_drop,total_power,0.722,mW
sta,timing.final.setup_violations,0,
hold_path,worstHoldStart,"counter_L[0]$_SDFF_PN0_",
sta,unclocked_pins,34,
sta,timing.max_slew.rel_slack,63.4,%
sta,min_period_over_period,39.9,%
yosys,post_synth_and_or_nand_nor_area_fraction,25.7,%
yosys,synth.area.top_cells,"sky130_fd_sc_hd__dfxtp_1, sky130_fd_sc_hd__ha_1, sky130_fd_sc_hd__dlxtn_1",
yosys,synthDistinctLibCells,54,
yosys,ys_cells,441,
floorplan,ios,11,
finish,post_layout_nonfiller_instances,642,
clock_tree,cts_tree,"built",
clock_tree,cts.clk_slew.worst_paths,60,ps
run,tool_warning_count,25,
grt,grt_util_all_layers,12.5,%
worst_setup_path,path_max_fanout,1,
hold_path,min-delay-path-class,"reg -> reg",
clock_tree,post_cts.repair.setup_buffers,0,
sta,fin_setup_tns,0,ps
worst_setup_path,critical_path.cell_chain,"clkdlybuf4s50_1",
run_status,run_status,"finished, final reports clean",
power_and_ir_drop,switching_portion_of_total_power,19.0,%
clock_tree,clk-insertion-delay-late,290,ps
route,drt_first_pass_iters,5,
worst_setup_path,cp_data_arrival_time,1030,ps
run,cap_viol_max_count,0,
clock_tree,numCtsBuffers,5,
placement,place.gp.congestion,0.837,
power_and_ir_drop,internal-power,0.585,mW
worst_setup_path,cp.buffers_inverters,1,
yosys,synth-compound-area-share,9.73,%
yosys,synth_register_bits,82,
yosys,yosysTopAreaCellShare,24.8,%
sta,timing_worst_slew_pin_value,546,ps
floorplan,floorplan.rows,41,
grt,grt_pass1_wl,13.2,mm
yosys,mappedNetlistArea,3870,sq um
worst_setup_path,r2r-end,"counter_L[18]$_SDFF_PN0_",
sta,final_max_slew_viol_count,0,
finish,final_layout_size_suffix_gt1_share,5.11,%
route,detail_route.wl_per_cell,11.6,microns
clock_tree,clock_tree.buffer_depth,2,
sta,final_period_minus_worst_setup_slack,2070,ps
yosys,synthArstFlopShare,0,%
worst_setup_path,timing.critical_path.required,4160,ps
yosys,synth.area.mux_share,0.517,%
clock_tree,h-tree-depth,2,
sta,hold_violations,0,
floorplan,die_w,116,microns
yosys,postSynthCellCount,441,
power_and_ir_drop,p_clk_share,45.6,%
worst_setup_path,critPathCaptureType,"output port",
placement,number_of_placed_instances_with_taps_included,635,
route,viasPerCell,4.68,
floorplan,dieHeight,116,microns
route,n_antenna_cell,0,
yosys,synthesis_warning_total,49,
grt,antenna_found_initial,0,
floorplan,chip_area,13400,sq um
worst_setup_path,crit_family,"buffers and inverters",
power_and_ir_drop,cellLeakagePower,1.94,nW
worst_setup_path,timing.critical_path.slowest_cell_delay,450,ps
finish,layout_top_cell,"sky130_fd_sc_hd__nor2_1",
yosys,synth-edff-count,0,
finish,final_design_area_no_fill,4390,sq um
finish,final_core_occ,34.8,%
hold_path,instance_count_along_the_most_critical_hold_path,1,
yosys,synth.logic.top_family,"simple AND/OR/NAND/NOR gates",
power_and_ir_drop,power.density,165,nW/um^2
hold_path,timing.hold.worst_endpoint,"counter_L[0]$_SDFF_PN0_",
route,routed-via-count,3004,
route,drc_errors,0,
sta,worst_clock_skew,1.83,ps
grt,grt_start_max_net_pins,14,
placement,detailed_place.area,4230,sq um
sta,grt_setup_unrepaired,"no",
power_and_ir_drop,power.share.sequential,52.2,%
floorplan,fp.coreArea,12600,sq um
worst_setup_path,cp-start-kind,"register",
sta,fmax,482,MHz
worst_setup_path,worstRegToRegCells,6,
worst_setup_path,critPathSlowestCell,"sky130_fd_sc_hd__clkdlybuf4s50_1",
worst_setup_path,critical_path.startpoint,"LM_pwm_temp$_DFF_P_",
worst_setup_path,setup.worst_path.class,"reg -> out",
placement,dp_hpwl,5.88,mm
finish,area_delta_synth_final,13.4,%
power_and_ir_drop,power.share.combinational,2.1,%
route,count_of_antenna_violating_nets_left_after_detailed_routing,0,
power_and_ir_drop,irDropWorstVdd,0.000126,V
yosys,yosys-stat-area,3870,sq um
yosys,xor_area_share,9.06,%
worst_setup_path,reg2reg_setup_slack,3290,ps
clock_tree,cts_hold_buf,0,
power_and_ir_drop,net_switching,0.137,mW
==> Yosys cell counts (5+ instances only) <==
cell type / instances
sky130_fd_sc_hd__nand3_1: 24
sky130_fd_sc_hd__and2_1: 8
sky130_fd_sc_hd__nor2b_1: 5
sky130_fd_sc_hd__o21ai_0: 17
sky130_fd_sc_hd__nand4_1: 15
sky130_fd_sc_hd__ha_1: 42
sky130_fd_sc_hd__dlxtn_1: 34
sky130_fd_sc_hd__a21oi_1: 16
sky130_fd_sc_hd__dfxtp_1: 48
sky130_fd_sc_hd__xor2_1: 18
sky130_fd_sc_hd__nor4_1: 6
sky130_fd_sc_hd__nand2_1: 29
sky130_fd_sc_hd__nor2_1: 51
sky130_fd_sc_hd__inv_1: 27
sky130_fd_sc_hd__and3_1: 6
sky130_fd_sc_hd__xnor2_1: 22
sky130_fd_sc_hd__nor3_1: 8
==> power by group through the flow <==
stage / Clock (mW) / Combinational (mW) / Sequential, mW
4_1_cts: 0.340 / 0.0154 / 0.377
5_1_grt: 0.355 / 0.0181 / 0.377
6_report: 0.330 / 0.0154 / 0.377
==> area by class of cell <==
type                       count  area [sq um]
sequential                    82          1470
multi-input combinational    342          2330
timing repair buffer          12           115
clock buffer                   7           153
fill                        1306          8230
inverter                      27           101
tap                          172           215
==> cells by family after synthesis <==
logic type                 Yosys count
DFF                                 48
AOI/OAI and AO/OA                   60
buffers and inverters               33
and+or+nand+nor                    181
latches                             34
adders and majority gates           42
xor gates and xnor gates            40
muxes                                2
other                                1
==> layer usage <==
| layer | global-route usage, % | share of wire, % |
|---|---|---|
| met2 | 20.5 | 44 |
| met4 | 1.39 | 1.5 |
| met5 | 0 | 0 |
| met1 | 18.5 | 51 |
| met3 | 1.28 | 3.4 |
==> metrics by stage <==
| step | hold slack, ps | setup WS (ps) |
|---|---|---|
| after floorplan | 441 | 3500 |
| after global placement | 462 | 3400 |
| after detailed placement | 478 | 3300 |
| after CTS | 490 | 3110 |
| after global routing | 518 | 3090 |
| final | 488 | 3130 |
==> how the worst max path moves through the flow <==
stage             to  slack (ps)  cells past startpoint
finish        LM_pwm        3130                      1
global route  RM_pwm        3090                      1
CTS           LM_pwm        3110                      1
==> sequential cells by signal, summed over array words and instances, names as in the netlist <==
name / cells
counter_L: 23
counter_r: 23
pulsewidth_L: 17
state_temp: 7
motor_temp: 3
pwm_state: 3
LMB_temp: 1
LMF_temp: 1
LM_pwm_temp: 1
RMB_temp: 1
RMF_temp: 1
RM_pwm_temp: 1
Power figures rest on the tool's default switching activity, not on a simulated workload.
