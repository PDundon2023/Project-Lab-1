## ./run.sh

```bash
#!/bin/bash
# OpenROAD 26Q1-2900-gdf79404cd8, Yosys 0.63+post, stock flow scripts
make -C /OpenROAD-flow-scripts/flow DESIGN_CONFIG=/design/flow/config.mk WORK_HOME=/design/flow/orfs finish
```

## ./config.mk

```make
export PLATFORM = sky130hd
export DESIGN_NAME = top
export DESIGN_NICKNAME = top
export VERILOG_FILES = /design/flow/design.v
export SDC_FILE = /design/flow/constraint.sdc
export NUM_CORES = 4
export LEC_CHECK = 1
export CORE_UTILIZATION = 30
```

## ./constraint.sdc

```tcl
current_design top

set clk_period 4.0
set clk_io_pct 0.2

create_clock -name clk0 -period $clk_period [get_ports {clk}]

set non_clock_inputs [all_inputs -no_clocks]
set_input_delay [expr $clk_period * $clk_io_pct] -clock clk0 $non_clock_inputs
set_output_delay [expr $clk_period * $clk_io_pct] -clock clk0 [all_outputs]
```

## ./design.v

```verilog
module top(
 input clk, reset,
 input  switch0, switch1, switch2, switch3, switch4, switch5, switch6, switch7,  
 input comp1, comp2,     
 output a, b, c, d, e, f, g, dp,  
 output [3:0]an,    
 output JC3, JC4, JC9, JC10, pwm1, pwm2
 );
localparam N = 18;
reg [N-1:0]count;  
reg [22:0] counter;
reg [22:0] pulsewidth;
reg curr_pwm;
always @ (posedge clk or posedge reset)
 begin
  if (reset)
   count <= 0;
  else
   count <= count + 1;
 end
reg [6:0]sseg;  
reg [3:0]an_temp;  
reg [6:0]motor_temp;
reg JC3_temp, JC4_temp, JC9_temp, JC10_temp;
initial begin
    curr_pwm = 0;
    counter = 0;
    pulsewidth = 0;
end
always @(posedge clk)
begin 
    if(counter == 1666667)
        counter <= 0;
    else
        counter <= counter +1;
    if(counter < pulsewidth)
        curr_pwm =1;
    else
        curr_pwm =0;        
end
always @ (*)
 begin
  case(count[N-1:N-2])  
   2'b00 :   
    begin
     an_temp = 4'b1110;
	  if(switch0 == 1)
	       begin
	           sseg = 4'd1;
	           motor_temp = 4'd1;
	       end
	  else if(switch1 == 1)
	       begin
	           sseg = 4'd2;
	           motor_temp = 4'd2;
	       end
	  else if(switch2 == 1)
	       begin
	           sseg = 4'd3;
	           motor_temp = 4'd3;
	       end
	  else if(switch3 == 1)
	       begin
	           sseg = 4'd4;
	           motor_temp = 4'd4;
	       end
	  else
	       begin
	           sseg = 4'd0;
	           motor_temp = 4'd0;
	       end
    end
   2'b01:   
    begin
       an_temp = 4'b1101;
        if(switch4 == 1)
	       begin
	           sseg = 4'd5;
	           pulsewidth = 666667;
	       end
	    else if(switch5 == 1)
	       begin
	           sseg = 4'd6;
	           pulsewidth = 916667;
	       end
	    else if(switch6 == 1)
	       begin
	           sseg = 4'd7;
	           pulsewidth = 1166667;
	       end
	    else if(switch7 == 1)
	       begin
	           sseg = 4'd8;
	           pulsewidth = 1416667;
	       end
	    else
	       begin
	           sseg = 4'd0;
	           pulsewidth = 1666667;
	       end   
    end
   2'b10:   
    begin
     sseg = 4'd9; 
     an_temp = 4'b1011;
    end
   2'b11:   
    begin
     if(comp1 == 1)
        begin
            sseg = 4'd10;
        end
     else if(comp2 == 1)
        begin 
            sseg = 4'd10;
        end
     else
        begin 
            sseg = 4'd0;
        end        
     an_temp = 4'b0111;
    end
  endcase
end
assign an = an_temp;
reg [6:0] sseg_temp;  
always @ (*)
 begin
  case(sseg)
   4'd0  : sseg_temp   = 7'b1000000;  
   4'd1  : sseg_temp   = 7'b0101111;  
   4'd2  : sseg_temp   = 7'b1000111;  
   4'd3  : sseg_temp   = 7'b0001110;  
   4'd4  : sseg_temp   = 7'b0000011;  
   4'd5  : sseg_temp   = 7'b1111001;  
   4'd6  : sseg_temp   = 7'b0100100;  
   4'd7  : sseg_temp   = 7'b0110000;  
   4'd8  : sseg_temp   = 7'b0011001;  
   4'd9  : sseg_temp   = 7'b0001000;  
   4'd10 : sseg_temp   = 7'b1111001;  
   default : sseg_temp = 7'b0111111;  
  endcase
 end
always @(*)
begin
    case(motor_temp)
        4'd0:
            begin
                JC3_temp  = 0;
                JC4_temp  = 0;
                JC9_temp  = 0;
                JC10_temp = 0;
            end
        4'd1:  
            begin
                JC3_temp = 0;
                JC4_temp = 1;
                JC9_temp = 0;
                JC10_temp = 0;
            end
        4'd2:  
            begin
                JC3_temp = 0;
                JC4_temp = 0;
                JC9_temp = 1;
                JC10_temp = 0;
            end 
        4'd3:  
            begin
                JC3_temp = 0;
                JC4_temp = 1;
                JC9_temp = 1;
                JC10_temp = 0;
            end 
        4'd4:  
            begin
                JC3_temp = 1;
                JC4_temp = 0;
                JC9_temp = 0;
                JC10_temp = 1;
            end 
        default:  
            begin
                JC3_temp  = 0;
                JC4_temp  = 0;
                JC9_temp  = 0;
                JC10_temp = 0;
            end
    endcase
end
assign {g, f, e, d, c, b, a} = sseg_temp;  
assign dp = 1'b1;  
assign JC3 = JC3_temp;
assign JC4 = JC4_temp;
assign JC9 = JC9_temp;
assign JC10 = JC10_temp;
assign pwm1 = curr_pwm;
assign pwm2 = curr_pwm;
endmodule
```

==> CHANGELOG.md <==
### Implementation results

* Outcome: finished clean
* RSZ-0062 raised after global routing: false
* Row Count at 35
* Latency at later pin at just under 300 ps
* Drt total wl at between 5000 and 6000 um
* Count of unclocked register or latch pins at 13
* Hold Vio Cnt, Final at 0
* Pre-antenna DRT Iters at 4
* GP Congestion at 0.867
* Worst path bufs/invs at 3
* Largest net degree at the start of global routing at 19
* Dominant kind of combinational cell: simple AND/OR/NAND/NOR gates
* Endpoints left unconstrained at 16
* Chip height at roughly 100 um
* Worst path most repeated cell: clkdlybuf4s50_1
* WL/cell at 11.5 um
* Clock Pin Slew Worst Setup and Hold Paths at 70 ps
* Clk root buf: clkbuf_8
* Nature of the critical path endpoint: primary output
* Max Cap Viol at 0
* # Cells Yosys at approximately 320
* TritonCTS Buffers at 5
* Setup crit start kind: primary input
* Crit path required time at ~3200 ps
* Number of DRC markers in iteration 0 at slightly below 60
* Netlist Area Pre-Place at ~2900 um^2
* CTS H-Tree Depth at 2
* Vias at 2,227
* Max frequency at ~260 MHz
* DP HPWL at between 4000 and 5000 um
* Distinct lib cells used at between 40 and 50
* Area post-placement at 3290 um^2
* TritonCTS clock tree: done
* Post-route DRC at 0
* Syn Inst Count at between 300 and 400
* First-pass GRT wire length at 9430 um
* Hold slack at ~470 ps
* CP Max Fanout at 6
* Share of layout cells above drive strength 1 at 7.43%
* Tool Warnings at 30
* XOR/XNOR Area Share at 10.4%
* Leakage at around 1.5 nW
* Clk buf depth at 2
* Worst-Margin Slew at 641 ps
* Grt ovf at 0
* Die area at ~9900 um^2
* Die x size at between 90 and 100 um
* Peak supply drop at 0.200 mV
* Slew HR at around 57%
* PortBufs at 28
* Simple share at approximately a quarter
* Adder-Cell Fraction of Synth Area at between 10% and 20%
* CTS Hold Buffers Added at 0
* Setup tns final at 0 ps
* Mux area share at less than 1%
* Vias in the first global route at 2,099
* Post-route minimum period at between 3000 and 4000 ps
* Core box area at between 9000 and 10,000 um^2
* Tcrit/Tclk final at a little over nine tenths
* Antenna-violating nets left at 0
* Setup Fix Bufs, Post-CTS at 0
* Crit path arrival time at slightly above 3000 ps
* Antenna diodes at 0
* PD cells at 247 nW/um^2
* Final-report setup violation count at 0
* Max-slew violation count at 0
* Clock skew after layout at about 7.0 ps
* Hold Crit Class: flip-flop to flip-flop
* Total track usage at around an eighth
* Post-layout instance area at between 3000 and 4000 um^2
* Syn avg cell area at about 9 um^2
* Family with the most delay on the worst path: buffers and inverters
* Aoi share at 8.99%
* Asr flop ratio synth at between 30% and 40%
* Cell chain of the critical path: clkdlybuf4s50_1, buf_4, nor3_1, a31oi_1, nor2_1, o21ai_0, nand2_1, clkdlybuf4s50_1
* Synth-to-Final Area Change at 19.6%
* Slowest library cell on the worst path: clkdlybuf4s50_1
* Total I/O pin count at 30
* Initial antenna violation count at 0
* Most common reg cell: dfxtp_1
* EDFF count, synth at 0
* Floorplan Utilization at between 30% and 40%
* Flops & latches, synth at ~55
* Synth warn at 1
* Drt via density at 4.65
* CP peak stage delay at 480 ps
* Yosys chip area at ~2900 um^2
* Kind of critical path: primary input to primary output
==> layer usage <==
layer / share of wire (%) / routed length [um] / GRT usage, %
met1: 52 / 2860 / 17.8
met2: 44 / 2430 / 18.9
met3: 2.9 / 159 / 1.86
met4: 0.84 / 46 / 1.24
met5: 0 / 0 / 0
==> worst register-to-register path, delay by kind of cell, from the launching register on <==
family,cells,cell delay [ps]
adders and majority gates,1,320
DFF,1,450
muxes,1,60
and+or+nand+nor,4,1010
==> synthesized netlist by cell type (all sizes together), types with 2 or more instances <==
master / number / area (um^2)
a21o: 4 / 30.0
and3: 4 / 30.0
nand4: 5 / 61.3
dlxtn: 13 / 195
dfxtp: 24 / 480
ha: 27 / 338
o31ai: 3 / 22.5
o22ai: 2 / 12.5
nor2: 32 / 120
dfrtp: 18 / 450
a21oi: 13 / 65.1
nand3: 19 / 100
or4: 2 / 18.8
and4: 2 / 17.5
a31oi: 2 / 12.5
buf: 7 / 42.5
xnor2: 21 / 184
xor2: 13 / 114
inv: 23 / 86.3
or3: 4 / 30.0
nand2: 26 / 97.6
o21ai: 13 / 65.1
nor2b: 3 / 18.8
a2111oi: 2 / 17.5
nand2b: 5 / 31.3
and2: 2 / 15.0
nor3: 11 / 76.3
nor4: 6 / 37.5
==> final timing paths <==
check                                       from                     end  slack [ps]  depth (start not counted)
hold reg to reg              count[15]$_DFF_PP0_     count[15]$_DFF_PP0_         470                          1
min in group asynchronous                  reset      count[4]$_DFF_PP0_         890                          2
max in group asynchronous                  reset      count[3]$_DFF_PP0_        2690                          2
setup / recovery                         switch4                       e         160                          8
hold / removal               count[15]$_DFF_PP0_     count[15]$_DFF_PP0_         470                          1
setup reg to reg           counter[0]$_SDFF_PN0_  counter[20]$_SDFF_PN0_        2040                          6
==> placed cells by master (no fill, tap or decap), drive strengths merged, types with 2 or more instances in the layout <==
cell type,instances
o22ai,2
xnor2,21
a21oi,13
dfrtp,18
conb,2
nor3,11
or4,2
o31ai,3
dlxtn,13
and4,2
nand4,5
clkdlybuf4s50,28
o21ai,13
clkbuf,7
ha,27
xor2,13
nor2b,3
a31oi,2
nand3,19
and3,4
nor2,32
a21o,4
buf,4
a2111oi,2
and2,2
nor4,6
dfxtp,24
or3,4
inv,23
nand2b,5
nand2,26
==> state kept, by name, indices dropped and copies added (netlist names) <==
register	cells
motor_temp	3
count	18
counter	23
pulsewidth	10
curr_pwm	1
==> power by group <==
| part | internal (mW) | switching, mW | total (mW) |
|---|---|---|---|
| Clock | 0.203 | 0.138 | 0.341 |
| Sequential | 0.427 | 0.00143 | 0.429 |
| Combinational | 0.0361 | 0.0355 | 0.0715 |
==> through the flow <==
step	cells	utilization (%)	power [mW]	setup WS, ps
global placement	471	35.6	0.508	110
global route	479	36.9	0.878	7.08
floorplan	317	-	0.472	1250
CTS	479	36.8	0.849	78.3
finish	479	36.9	0.842	162
detailed placement	471	35.6	0.509	87.1
==> cells by family (layout without fill, tap and decap cells) <==
| family | after synthesis | in the layout |
|---|---|---|
| other cells | 1 | 2 |
| simple gates | 125 | 125 |
| latches | 13 | 13 |
| xor+xnor | 34 | 34 |
| compound gates | 43 | 43 |
| flops | 42 | 42 |
| mux | 1 | 1 |
| buf+inv | 30 | 63 |
| fa+ha+maj | 27 | 27 |
==> area by class of cell <==
| cell class | count | area (um^2) |
|---|---|---|
| clock buffer | 7 | 86.3 |
| clock inverter | 1 | 30.0 |
| fill | 901 | 5830 |
| inverter | 23 | 86.3 |
| multi-input combinational | 232 | 1610 |
| sequential | 55 | 1130 |
| tap | 129 | 161 |
| timing repair buffer | 32 | 310 |
==> what timing repair did <==
action | CTS | global route
hold endpoints to repair | 0 | 0
setup endpoints to repair | 0 | 4
resized | 0 | 2
Power and IR drop assume default switching activity.
